[flow/design.v]
`timescale 1ns / 1ps
module decodeNotes (input [15:0] sw,     
                    output reg [17:0] freqVal,   
                    output reg [6:0] letter,     
                    output reg [6:0] number);    
    always @(sw) begin
        casez (sw)
            16'b???????????????1: begin
                                    freqVal = 18'd47778;   
                                    letter = 7'b0110001;  
                                    number = 7'b0100000;  
                                 end
            16'b??????????????10: begin
                                    freqVal = 18'd50619;   
                                    letter = 7'b1100000;  
                                    number = 7'b0100100;  
                                 end
            16'b?????????????100: begin
                                    freqVal = 18'd56818;   
                                    letter = 7'b0001000;  
                                    number = 7'b0100100;  
                                 end
            16'b????????????1000: begin
                                    freqVal = 18'd63776;   
                                    letter = 7'b0000100;  
                                    number = 7'b0100100;  
                                 end
            16'b???????????10000: begin
                                    freqVal = 18'd71633;   
                                    letter = 7'b0111000;  
                                    number = 7'b0100100;  
                                 end
            16'b??????????100000: begin
                                    freqVal = 18'd75843;   
                                    letter = 7'b0110000;  
                                    number = 7'b0100100;  
                                 end
            16'b?????????1000000: begin
                                    freqVal = 18'd85131;   
                                    letter = 7'b1000010;  
                                    number = 7'b0100100;  
                                 end
            16'b????????10000000: begin
                                    freqVal = 18'd95556;   
                                    letter = 7'b0110001;  
                                    number = 7'b0100100;  
                                 end
            16'b???????100000000: begin
                                    freqVal = 18'd101239;  
                                    letter = 7'b1100000;  
                                    number = 7'b1001100;  
                                 end
            16'b??????1000000000: begin
                                    freqVal = 18'd113636;  
                                    letter = 7'b0001000;  
                                    number = 7'b1001100;  
                                 end
            16'b?????10000000000: begin
                                    freqVal = 18'd127552;  
                                    letter = 7'b0000100;  
                                    number = 7'b1001100;  
                                 end
            16'b????100000000000: begin
                                    freqVal = 18'd143173;  
                                    letter = 7'b0111000;  
                                    number = 7'b1001100;  
                                 end
            16'b???1000000000000: begin
                                    freqVal = 18'd151686;  
                                    letter = 7'b0110000;  
                                    number = 7'b1001100;  
                                 end
            16'b??10000000000000: begin
                                    freqVal = 18'd170262;  
                                    letter = 7'b1000010;  
                                    number = 7'b1001100;  
                                 end
            16'b?100000000000000: begin
                                    freqVal = 18'd191113;  
                                    letter = 7'b0110001;  
                                    number = 7'b1001100;  
                                 end
            16'b1000000000000000: begin
                                    freqVal = 18'd202429;  
                                    letter = 7'b1100000;  
                                    number = 7'b0000110;  
                                 end
            default: begin
                        freqVal = 1'd0;      
                        letter = 7'b1111111;  
                        number = 7'b1111111;  
                     end
        endcase
    end
endmodule
`timescale 1ns / 1ps
module digitDisplay(input CLK,   
                    input [6:0] letter,      
                    input [6:0] number,      
                    output reg [3:0] select,     
                    output reg [6:0] segments);  
    reg digitIndex = 0;
    reg [19:0] msCounter = 0;
    always @(posedge CLK) begin
        if (msCounter == 499999) begin
            if (digitIndex == 0) begin
                digitIndex <= 1;
            end
            else begin
                digitIndex <= 0;
            end
            msCounter <= 0;
        end
        else begin
            msCounter <= msCounter + 1;
        end
        case(digitIndex)
            1'b0: begin
                    select <= 4'b1110;
                    segments <= number;
                  end
            1'b1: begin
                    select <= 4'b1101;
                    segments <= letter;
                  end
        endcase
    end
endmodule
`timescale 1ns / 1ps
module digitalPiano (input CLK,              
                     input [15:0] sw,        
                     output audioOut,          
                     output [3:0] select,        
                     output [6:0] segments);     
    wire [17:0] freqVal;     
    wire [6:0] letter;       
    wire [6:0] number;       
    decodeNotes DUT1 (.sw(sw),               
                      .freqVal(freqVal),
                      .letter(letter),
                      .number(number));
    generatePWM DUT2 (.CLK(CLK),             
                      .sw(sw),
                      .freqVal(freqVal),
                      .audioOut(audioOut));
    digitDisplay DUT3 (.CLK(CLK),            
                       .letter(letter),
                       .number(number),
                       .select(select),
                       .segments(segments));
endmodule
`timescale 1ns / 1ps
module generatePWM (input CLK,           
                    input [15:0] sw,
                    input [17:0] freqVal,    
                    output audioOut);      
    reg [18:0] freqCounter = 0;        
    reg audioOut2 = 0;          
    always @(posedge CLK) begin
        if (sw != 16'd0) begin
            freqCounter <= freqCounter + 1;
            if (freqCounter >= freqVal) begin
                freqCounter <= 0;
                audioOut2 <= ~audioOut2;     
            end
        end
        else begin
            freqCounter <= 0;
            audioOut2 <= 0;
        end
    end
    assign audioOut = audioOut2;  
endmodule
[flow/config.mk]
export PLATFORM = sky130hd
export DESIGN_NAME = digitalPiano
export DESIGN_NICKNAME = digitalPiano
export VERILOG_FILES = /design/flow/design.v
export SDC_FILE = /design/flow/constraint.sdc
export NUM_CORES = 4
export LEC_CHECK = 1
export CORE_UTILIZATION = 30
[flow/run.sh]
#!/bin/bash
# OpenROAD 26Q1-2900-gdf79404cd8, Yosys 0.63+post, stock flow scripts
make -C /OpenROAD-flow-scripts/flow DESIGN_CONFIG=/design/flow/config.mk WORK_HOME=/design/flow/orfs finish
[flow/constraint.sdc]
current_design digitalPiano

set clk_period 5.4
set clk_io_pct 0.2

create_clock -name clk0 -period $clk_period [get_ports {CLK}]

set non_clock_inputs [all_inputs -no_clocks]
set_input_delay [expr $clk_period * $clk_io_pct] -clock clk0 $non_clock_inputs
set_output_delay [expr $clk_period * $clk_io_pct] -clock clk0 [all_outputs]
==> reports/metrics.yaml <==
drv_slew: 0
clockBufferDepth: 2
clk_latency_ns: 0.31
cts_tree: "built"
cts_setup_buffers: 0
syn_to_final_growth_pct: 15.2
row_count: 36
fp.dieW_um: 103
vias: 2709
slowest_stage: "clkdlybuf4s50_1"
die_y_um: 103
topCellsByArea: "dfxtp_1, ha_1, nor3_1"
path_clk_slew_ns: 0.11
worstHoldStart: "DUT3.msCounter[19]"
hp-class: "flip-flop to flip-flop"
gp_congestion: 0.968
hold_viol: 0
start_kind: "input port"
fillers: 1033
leakagePower_uw: 0.00138
ff_type: "dfxtp_1"
core_um2: 9820
cts_resized: 0
top_area_share_pct: 32.2
synth_top_cell_by_area: "dfxtp_1"
fin_skew_ns: 0.0130
track_usage_pct: 13.8
r2r_start: "DUT2.freqCounter[0]"
path_buffers: 3
critPathMaxFanout: 19
io_pins: 29
tightest_slew_ns: 0.702
grt.overflow.total: 0
min_path_cells: 1
syn_inst: 364
firstDrtPassIters: 5
power.density_nw_per_um2: 218
grt_max_degree: 24
avgSynthCellArea_um2: 8.37
final_util_pct: 35.7
grt_pass1_wl_um: 11400
rrSetupSlack_ns: 3.44
fp_util_pct: 31.0
yosysWarnings: 3
finalClockPeriodUsage_pct: 81.1
hold_buffers: 0
hold_ws_ns: 0.466
edf_count: 1
async_reset_ff_share_pct: 0
drive_above_1_share_pct: 5.45
fin_ws_ns: 1.02
dpl.hpwl_um: 5370
fin_crit_ns: 4.38
cts_sinks: 50
detail_route.wl_per_cell_um: 13.8
hold_end: "DUT3.msCounter[19]"
rr_endpoint: "DUT2.freqCounter[3]"
cp_cell_sequence: "clkdlybuf4s50_1 -> nor4_4 -> nand3_1 -> buf_4 -> nor4b_1 -> nor3_1 -> ha_1 -> nand4b_1 -> nor2_1 -> nand3_1 -> o211ai_1 -> buf_4 -> nor3_1"
warnings: 25
insertedDiodeCount: 0
rsz0062_at_grt: "false"
maxCapViolations: 0
drt_wl_total_um: 7150
cts_made_buffers: 5
drt_iter0_drc: 122
first_global_vias: 2363
routed_via_density: 5.23
status: "complete, no violations"
worst_setup_path_end_kind: "flip-flop"
synth-seq-cells: 50
max_slew_margin_pct: 52.7
antenna_found_initial: 0
max_stage_delay_ns: 0.60
tns_ns: 0
ys_chip_area_um2: 3050
layout.cells.most_common_list: "dfxtp_1, nor2_1, nor3_1, clkdlybuf4s50_1, nand3_1"
critPathTopFamily: "simple AND/OR/NAND/NOR gates"
ctsHtreeMaxLevel: 2
dp_slack_ns: 0.702
criticalPathCategory: "input port to flip-flop"
cts_root_buffer: "clkbuf_8"
netlist_area_um2: 3050
drtAntennaViolNets: 0
synth.distinct_cells: 56
ys_cells: 364
drc_errors: 0
chip_area_um2: 10600
setup_viol: 0
ir_worst_vdd_uv: 108
achievable-frequency_mhz: 228
cp.required_ns: 5.59
postSynthSeqShare_pct: 33.2
io_buffers: 26
reg2reg_depth: 8
layout_top_cell: "dfxtp_1"
crit_arrival_ns: 4.57
[synth_stat cells (5+ instances only)]
library cell / number
nor2b_1: 6
o21ai_0: 11
nor4_1: 5
and4_1: 5
buf_2: 5
nor3_1: 33
and3_1: 5
and2_1: 5
clkbuf_1: 7
dfxtp_1: 49
xnor2_1: 14
nor2_1: 35
a21oi_1: 22
nand3_1: 23
nand4_1: 7
xor2_1: 17
ha_1: 20
nand2_1: 21
inv_1: 6
[through the flow]
| step | cells | total power [uW] | instance area [um2] |
|---|---|---|---|
| after floorplan | 365 | 498 | 3050 |
| after global placement | 510 | 537 | 3410 |
| after detailed placement | 510 | 539 | 3410 |
| after CTS | 518 | 775 | 3510 |
| after global routing | 518 | 807 | 3510 |
| final | 518 | 765 | 3510 |
[registers in the layout, indices dropped and copies added (netlist names)]
| register | flops |
|---|---|
| DUT2.audioOut2 | 1 |
| DUT3.msCounter | 20 |
| DUT3.digitIndex | 1 |
| DUT2.freqCounter | 19 |
| DUT3.segments | 7 |
| DUT3.select | 2 |
[per-layer routing]
layer	track usage [%]	vias to the layer above	part of all wire (%)
met4	3.79	0	3.4
met5	0	-	0
li1	-	1376	-
met1	21.2	1220	48
met2	21.2	94	43
met3	1.10	19	5.4
[worst register-to-register path: stages (launching register included)]
cell	delay, ns
dfxtp_1	0.42
inv_1	0.08
ha_1	0.29
nor2b_1	0.11
o21ai_0	0.13
a221oi_1	0.30
o211ai_1	0.16
buf_4	0.23
nor3_1	0.18
[where the power goes]
group	internal [uW]	switching [uW]	total, uW
Combinational	61.2	69.8	131
Sequential	383	17.8	401
Clock	96.2	137	233
[logic make-up after synthesis]
kind of cell | synth area share, %
DFF | 33.2
buffers and inverters | 4.07
adders and majority gates | 8.22
AOI/OAI and AO/OA | 14.2
and+or+nand+nor | 30.6
muxes | 0.698
xor gates and xnor gates | 8.92
other | 0.123
[worst max path at each step]
stage | start | end | slack (ns) | cells after the start
CTS | sw[1] | DUT2.freqCounter[3] | 1.01 | 13
global route | sw[1] | DUT2.freqCounter[8] | 0.65 | 13
finish | sw[1] | DUT2.freqCounter[3] | 1.02 | 13
[area by class of cell]
type	instances	area (um2)	area share, %
tap	133	166	4.74
clock buffer	5	68.8	1.96
sequential	50	1010	28.8
multi-input combinational	290	1910	54.5
timing repair buffer	31	298	8.48
inverter	6	22.5	0.642
clock inverter	3	28.8	0.820
No activity file was given, so power comes from the tool's default toggle rates.
